--- /design/flow/design.v ---
module if_wrapper
(
	input wire clk_i,
	input wire rst_i,
	input wire [31:0] addr_i,
	input wire [31:0] data_i,
	output wire [31:0] data_o,
	output wire data_access_o,
	input wire data_w_i
);
	parameter [31:0] SOC_SEGMENT='He2;		 
	parameter [31:0] SOC_CLASS='H00;		 
	wire data_access;
	wire [15:0] device;
	reg [31:0] data_read_wrapper;
	reg [11:0] control;
	reg [127:0] data;
	assign device = addr_i[15:0];
	assign data_access = addr_i[31:24] == (SOC_SEGMENT) && addr_i[23:16] == (SOC_CLASS) ? 1'b1 : 1'b0;
	assign data_access_o = data_access;
	assign data_o = data_read_wrapper;
	always @(posedge clk_i, posedge rst_i) begin
		if (rst_i == 1'b1) begin
			data_read_wrapper <= {32{1'b0}};
		end else begin
			if((data_access == 1'b1)) begin
				case (device[7:4])
				4'b0000 : begin			 
					data_read_wrapper <= {16'h0000,4'b0000,control};
				end
				4'b0001 : begin			 
					data_read_wrapper <= data[127:96];
				end
				4'b0010 : begin			 
					data_read_wrapper <= data[95:64];
				end
				4'b0011 : begin			 
					data_read_wrapper <= data[63:32];
				end
				4'b0100 : begin			 
					data_read_wrapper <= data[31:0];
				end
				default : begin
					data_read_wrapper <= {32{1'b0}};
				end
				endcase
			end
		end
	end
	always @(posedge clk_i, posedge rst_i) begin
		if (rst_i == 1'b1) begin
			control <= {12{1'b0}};
			data <= {128{1'b0}};
		end else begin
			if ((data_access == 1'b1 && data_w_i == 1'b1)) begin
				case (device[7:4])
				4'b0000 : begin			 
					control <= data_i[11:0];
				end
				4'b0001 : begin			 
					data[127:96] <= data_i;
				end
				4'b0010 : begin			 
					data[95:64] <= data_i;
				end
				4'b0011 : begin			 
					data[63:32] <= data_i;
				end
				4'b0100 : begin			 
					data[31:0] <= data_i;
				end
				default : begin
				end
				endcase
			end
		end
	end
endmodule
--- /design/flow/constraint.sdc ---
current_design if_wrapper

set clk_period 1.7
set clk_io_pct 0.2

create_clock -name clk0 -period $clk_period [get_ports {clk_i}]

set non_clock_inputs [all_inputs -no_clocks]
set_input_delay [expr $clk_period * $clk_io_pct] -clock clk0 $non_clock_inputs
set_output_delay [expr $clk_period * $clk_io_pct] -clock clk0 [all_outputs]
--- /design/flow/run.sh ---
#!/bin/bash
# OpenROAD 26Q1-2900-gdf79404cd8, Yosys 0.63+post, stock flow scripts
make -C /OpenROAD-flow-scripts/flow DESIGN_CONFIG=/design/flow/config.mk WORK_HOME=/design/flow/orfs finish
--- /design/flow/config.mk ---
export PLATFORM = sky130hd
export DESIGN_NAME = if_wrapper
export DESIGN_NICKNAME = if_wrapper
export VERILOG_FILES = /design/flow/design.v
export SDC_FILE = /design/flow/constraint.sdc
export NUM_CORES = 4
export LEC_CHECK = 1
export CORE_UTILIZATION = 50
==> run_results.csv <==
group,metric,value,unit
layout,postLayoutCoreUtil,70.8,%
setup_path,crit_path_start_kind,"primary input",
synth,avgSynthCellArea,14.7,µm²
placed_design,hpwl,10500,µm
setup_path,r2r-start,"data[85]",
timing,fmax,458,MHz
power_and_ir_drop,power_density,828,nW/µm²
routing,ant_nets,0,
layout,flop_area,4300,µm²
timing,finalSetupTns,-65.94,ns
timing,drv_slew,0,
routing,avgRoutedWirePerCell,21.7,µm
setup_path,worstPathArrival,2.48,ns
setup_path,path_delay_family,"simple AND/OR/NAND/NOR gates",
synth,ys_cells,502,
die,initCoreUtil,52.2,%
clock_network,cts_made_buffers,17,
timing,max_slew_margin,51.9,%
die,std_cell_rows,43,
setup_path,slowest_delay,0.58,ns
synth,yosysTopAreaCellShare,58.5,%
layout,drive_above_1_share,44.2,%
synth,postSynthCellCount,502,
routing,drc,0,
synth,post-synth-top-count-cell,"dfrtp_1",
placed_design,io_buffers,87,
job,drv_cap,0,
layout,logic_area,3130,µm²
synth,async_flop_share,100,%
clock_network,cts-root-buf,"clkbuf_16",
synth,common_cells,"172 x dfrtp_1, 77 x mux2_2, 33 x mux2_1",
timing,setup_ws,-0.484,ns
placed_design,routabilityCongestion,0.793,
global_route,grt-ovfl-total,0,
layout,area_growth,35.6,%
routing,n_antenna_cell,0,
synth,synth_area,7360,µm²
die,fp.dieW,123,µm
timing,clock_skew,0.00655,ns
setup_path,r2r_end,"data_read_wrapper[21]",
routing,drtIter0Drc,373,
routing,first_pass_iters,7,
clock_network,clk_pin_slew,0.06,ns
timing,hold_viol,0,
setup_path,endpoint_kind,"flip-flop",
timing,rsz0062_at_grt,"true",
clock_network,cts_tree,"yes",
synth,ys_seq_share,58.5,%
global_route,grt_pass1_wl,28400,µm
status,status,"finished with violations",
power_and_ir_drop,peakVddDrop,780,µV
setup_path,crit_buf_inv,6,
layout,n_fill_cell,922,
routing,vias,4914,
clock_network,cts_htree_levels,4,
placed_design,pre_cts_ws,-1.28,ns
synth,ys_types,28,
min_path,holdCritPathClass,"primary input to async pin",
die,die-area,15200,µm²
routing,viasPerCell,5.91,
power_and_ir_drop,leakage,4.82,nW
timing,finalCritPeriodShare,128,%
timing,max_slew.worst_pin.slew,0.719,ns
synth,area_leaders,"dfrtp_1 58%, mux2_2 12%, mux2_4 6.1%, mux2_1 5.0%, a222oi_1 4.4%",
synth,yosys.area.top_type,"dfrtp_1",
clock_network,cts.path.max_buffers,2,
setup_path,critical_path.max_fanout,6,
global_route,grt_pass1_vias,5037,
global_route,grtUsageTotal,26.4,%
die,ioPinCount,100,
timing,fin_crit,2.18,ns
synth,edf_count,0,
routing,wirelength,18000,µm
job,warnings,41,
synth,yosys_warnings,1,
setup_path,worst_ep_required_time,2.00,ns
die,die.size.y,123,µm
clock_network,clk_latency,0.41,ns
global_route,antenna_found_initial,0,
setup_path,cp_slowest_cell,"or4_4",
status,failed_checks,"negative setup slack",
setup_path,worstPathCellList,"buf_6 -> or4_1 -> or4_4 -> clkinv_8 -> buf_8 -> buf_6 -> nand3_4 -> buf_12 -> clkbuf_16 -> mux2_2",
setup_path,reg2reg_slack,0.34,ns
timing,hold_slack,0.424,ns
die,core,14100,µm²
synth,ys_area,7360,µm²
setup_path,path_common_cell,"buf_6",
synth,ys.flops,172,
clock_network,cts.hold.buffers_added,0,
setup_path,crit_type,"primary input to flip-flop",
setup_path,worst-r2r-cell-count,3,
global_route,grt_max_degree,94,
setup_path,cp-startpoint,"addr_i[22]",
timing,setup_viol,173,
clock_network,clkSinkCount,172,
synth,ff_type,"dfrtp_1",
## worst reg2reg max path: cells and delay by family (launching register included)
kind               cells  cell delay (ns)
AOI/OAI and AO/OA      3             0.83
DFF                    1             0.39
## final cells by class
| class | count | share of cell area [%] |
|---|---|---|
| Clock buffer | 21 | 4.61 |
| Clock inverter | 10 | 1.17 |
| Inverter | 2 | 0.238 |
| Multi-Input combinational cell | 290 | 31.3 |
| Sequential cell | 172 | 43.1 |
| Tap cell | 180 | 2.26 |
| Timing Repair Buffer | 156 | 17.3 |
## metal layers
metal,wire length (µm),up-vias,part of all wire [%],global-route usage (%)
li1,-,2189,-,-
met2,8250,116,46,39.1
met4,278,0,1.5,3.09
met1,8610,2590,48,44.2
met5,0,-,0,0
met3,859,19,4.8,4.99
## cells by family after synthesis
logic type	share of synthesized area (%)
buffers and inverters	4.04
flip-flops	58.5
AND/OR/NAND/NOR	4.15
AND-OR/OR-AND	10.4
multiplexers	22.9
## layout by cell type, fill, tap and decap left out, types with 4 or more instances in the layout
cell type,Yosys,routed
clkdlybuf4s50_1,0,74
nor2_1,13,12
clkbuf_16,0,18
buf_6,10,6
buf_2,0,5
mux2_2,77,72
o21ai_2,0,13
buf_12,3,21
nand2_1,21,21
clkinv_2,0,4
nand3_4,3,5
dlygate4sd2_1,0,4
a222oi_1,32,32
mux2_4,30,68
dfrtp_1,172,172
a21oi_1,12,11
a22o_1,20,20
o21ai_1,0,7
a221oi_2,0,10
buf_4,2,38
## state kept, by name, summed over array words and instances, names as in the netlist
signal / count
data_read_wrapper: 32
data: 128
control: 12
## per-stage QoR
step | instances | cell area, µm² | power (mW)
floorplan | 502 | 7650 | 4.29
global route | 831 | 9980 | 8.55
finish | 831 | 9980 | 8.27
detailed placement | 781 | 9000 | 4.58
CTS | 827 | 9870 | 8.35
global placement | 781 | 9000 | 4.58
## worst max path at each step
| stage | to | depth (start not counted) |
|---|---|---|
| 5_1_grt | data[30] | 10 |
| 6_report | data[126] | 10 |
| 4_1_cts | data[117] | 9 |
## what timing repair did
action                                  4_1_cts  5_1_grt
hold endpoints to repair                      0        0
pin swaps                                     4        0
endpoints found under the setup margin      173      173
buffers inserted                              9        6
gates cloned                                  6        1
resized                                      44       28
## power by group
part	switching [mW]	internal, mW	total [mW]
clock	1.53	2.24	3.77
sequential	0.000254	4.09	4.09
combinational	0.229	0.173	0.401
Power is estimated from default activity; no workload was simulated.
